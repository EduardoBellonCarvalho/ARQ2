==> flow/design.v <==
module decinstr (
    input  [31:0] Instr,
    output reg [6:0] HEX0, HEX1, HEX2, HEX3, HEX4, HEX5
);
    localparam OFF = 7'b1111111;
    localparam _A  = 7'b0001000;
    localparam _b  = 7'b0000011;
    localparam _C  = 7'b1000110;
    localparam _d  = 7'b0100001;
    localparam _E  = 7'b0000110;
    localparam _F  = 7'b0001110;
    localparam _G  = 7'b1000010; 
    localparam _H  = 7'b0001001;
    localparam _I  = 7'b1001111; 
    localparam _J  = 7'b1110001;
    localparam _L  = 7'b1000111;
    localparam _n  = 7'b0101011;
    localparam _O  = 7'b1000000; 
    localparam _P  = 7'b0001100;
    localparam _q  = 7'b0011000;
    localparam _r  = 7'b0101111;
    localparam _S  = 7'b0010010; 
    localparam _t  = 7'b0000111;
    localparam _U  = 7'b1000001;
    localparam _u  = 7'b1100011; 
    localparam _X  = 7'b0110111; 
    localparam _Y  = 7'b0010001; 
    wire [6:0] opcode = Instr[6:0];
    wire [2:0] funct3 = Instr[14:12];
    wire [6:0] funct7 = Instr[31:25];
    always @(*) begin
        {HEX5, HEX4, HEX3, HEX2, HEX1, HEX0} = {OFF, OFF, OFF, OFF, OFF, OFF};
        case (opcode)
            7'b0110011: begin 
                case (funct3)
                    3'b000: begin
                        if (funct7[5]) {HEX2, HEX1, HEX0} = {_S, _u, _b};
                        else           {HEX2, HEX1, HEX0} = {_A, _d, _d}; 
                    end
                    3'b001: {HEX2, HEX1, HEX0} = {_S, _L, _L};
                    3'b010: {HEX2, HEX1, HEX0} = {_S, _L, _t}; 
                    3'b100: {HEX2, HEX1, HEX0} = {_X, _O, _r}; 
                    3'b110: {HEX1, HEX0}       = {_O, _r}; 
                    3'b111: {HEX2, HEX1, HEX0} = {_A, _n, _d}; 
                    default: {HEX2, HEX1, HEX0} = {_A, _L, _U};
                endcase
            end
            7'b0010011: begin
                case (funct3)
                    3'b000: {HEX3, HEX2, HEX1, HEX0} = {_A, _d, _d, _I}; 
                    3'b100: {HEX3, HEX2, HEX1, HEX0} = {_X, _O, _r, _I}; 
                    3'b110: {HEX2, HEX1, HEX0}       = {_O, _r, _I}; 
                    3'b111: {HEX3, HEX2, HEX1, HEX0} = {_A, _n, _d, _I}; 
                    default: {HEX3, HEX2, HEX1, HEX0} = {_A, _L, _U, _I}; 
                endcase
            end
            7'b0000011: begin
                {HEX3, HEX2, HEX1, HEX0} = {_L, _O, _A, _d}; 
            end
            7'b0100011: begin
                {HEX3, HEX2, HEX1, HEX0} = {_S, _t, _O, _r}; 
            end
            7'b1100011: begin
                case(funct3)
                    3'b000: {HEX2, HEX1, HEX0} = {_b, _E, _q};
                    3'b001: {HEX2, HEX1, HEX0} = {_b, _n, _E}; 
                    3'b100: {HEX2, HEX1, HEX0} = {_b, _L, _t}; 
                    3'b101: {HEX2, HEX1, HEX0} = {_b, _G, _E}; 
                    default:{HEX2, HEX1, HEX0} = {_b, _r, _A}; 
                endcase
            end
            7'b1101111: {HEX2, HEX1, HEX0} = {_J, _A, _L}; 
            7'b1100111: {HEX3, HEX2, HEX1, HEX0} = {_J, _A, _L, _r}; 
            7'b0110111: {HEX2, HEX1, HEX0} = {_L, _U, _I}; 
            7'b0010111: {HEX4, HEX3, HEX2, HEX1, HEX0} = {_A, _U, _I, _P, _C}; 
            7'b1110011: {HEX5,HEX4,HEX3, HEX2, HEX1, HEX0} = {_S, _Y, _S, _t, _E, _n}; 
            default: {HEX5,HEX4,HEX3, HEX2, HEX1, HEX0} = {OFF, OFF, OFF, OFF, OFF, OFF};
        endcase
    end
endmodule
==> flow/run.sh <==
#!/bin/bash
# OpenROAD 26Q1-2900-gdf79404cd8, Yosys 0.63+post, stock flow scripts
make -C /OpenROAD-flow-scripts/flow DESIGN_CONFIG=/design/flow/config.mk WORK_HOME=/design/flow/orfs finish
==> flow/config.mk <==
export PLATFORM = sky130hd
export DESIGN_NAME = decinstr
export DESIGN_NICKNAME = decinstr
export VERILOG_FILES = /design/flow/design.v
export SDC_FILE = /design/flow/constraint.sdc
export NUM_CORES = 4
export LEC_CHECK = 1
export CORE_AREA = 10 10 75 75
export DIE_AREA = 0 0 85 85
==> flow/constraint.sdc <==
current_design decinstr

set clk_period 3.6
set clk_io_pct 0.2

create_clock -name clk0 -period $clk_period

set non_clock_inputs [all_inputs -no_clocks]
set_input_delay [expr $clk_period * $clk_io_pct] -clock clk0 $non_clock_inputs
set_output_delay [expr $clk_period * $clk_io_pct] -clock clk0 [all_outputs]
==> flow_summary_export.csv <==
group,metric,value,unit
worst_setup_path,worstSetupEndpointType,"output port",
final_layout,final-comb-area,980,µm²
yosys,ys_cells,196,
pwr,p_int,0.0857,mW
routing,first_pass_iters,4,
global_route,grt_pass1_wl,8400,µm
final_timing,min_period,3.49,ns
min_path,holdCritStartpoint,"Instr[3]",
floorplanning,fp-utilization,0.287,
yosys,top_area_cell,"nor2_1",
yosys,avgSynthCellArea,5.95,µm²
floorplanning,die_w,85,µm
run,max_cap_viol_count,0,
routing,wl_per_cell,16.3,µm
global_route,grt_usage,0.134,
final_layout,num-clock-buffers,0,
yosys,synth_warnings,1,
yosys,yosys.stat.chipArea,1170,µm²
pwr,p_comb_frac,1.000,
routing,drc,0,
final_layout,regArea,0,µm²
routing,drtAntennaViolNets,0,
pwr,switchingPower,0.0790,mW
place,io_buffer_count,51,
final_timing,setup_viol,0,
worst_setup_path,cp.required,2.88,ns
yosys,area_leaders,"nor2_1, buf_4, o21ai_0",
global_route,grt_overflow_total,0,
floorplanning,ioPinCount,74,
yosys,synth_top_area_share,0.0740,
outcome,status,"completed",
final_timing,hold_viol,0,
min_path,hp-class,"input port to output port",
final_timing,max_freq,287,MHz
clocking,ctsHoldBuffers,0,
final_layout,drive_gt1_frac,0.189,
run,tool_warnings,53,
floorplanning,fp.coreArea,4060,µm²
min_path,hold_depth,4,
pwr,cellPowerDensity,85.9,nW/µm²
final_layout,flops,0,
final_layout,fill_cells,433,
global_route,grt_max_degree,23,
final_timing,hold_ws,2.41,ns
worst_setup_path,crit_type,"input port to output port",
pwr,swShare,0.480,
floorplanning,placement_rows,23,
final_layout,utilization,0.473,
worst_setup_path,cp_max_fo,10,
pwr,power_frac_seq,0,
yosys,top_cell,"nor2_1",
final_timing,tns,0,ns
place,place_congestion,0.963,
yosys,yosysUniqueCellTypes,53,
final_timing,slew_violations,0,
pwr,clockPowerShare,0,
place,detailed_place_hpwl,4120,µm
min_path,hold_path_end,"HEX2[4]",
worst_setup_path,worstPathArrival,2.77,ns
worst_setup_path,cp-start-kind,"input port",
yosys,syn_area,1170,µm²
global_route,antenna_found_initial,0,
worst_setup_path,cp-startpoint,"Instr[2]",
routing,num_vias,1634,
global_route,grt_pass1_vias,1634,
routing,drt_first_iter_violations,198,
pwr,peakVddDrop,0.0000265,V
floorplanning,die_height,85,µm
pwr,total_leakage_power,0.711,nW
routing,diodes,0,
final_layout,area_growth,64.5,%
yosys,ys_top_cells_by_count,"nor2_1, o21ai_0, buf_2, nand2_1, nand3_1",
yosys,synthCells,196,
final_timing,finalClockPeriodUsage,0.969,
floorplanning,die_area,7230,µm²
routing,via_per_inst,5.29,
routing,wl,5050,µm
yosys,synth_seq_share,0,
worst max path at each step:
| stage | to | slack [ns] |
|---|---|---|
| CTS | HEX3[5] | 0.04 |
| global route | HEX0[3] | -0.005 |
| finish | HEX2[0] | 0.11 |
cells in the final DEF, fill, tap and decap left out, types with 2 or more instances in the layout:
cell / n
a211oi_1: 2
a21oi_1: 11
a221oi_1: 2
a22o_1: 2
a22oi_1: 2
a31oi_1: 2
buf_12: 2
buf_4: 37
clkdlybuf4s50_1: 50
conb_1: 2
inv_1: 9
nand2_1: 13
nand2b_1: 7
nand3_1: 13
nand3b_1: 4
nand4_1: 6
nand4b_1: 2
nor2_1: 22
nor2b_1: 4
nor3_1: 3
nor3b_1: 2
o2111ai_1: 4
o211ai_1: 3
o21ai_0: 13
o21bai_1: 2
o22ai_1: 2
o311a_1: 2
o31ai_1: 2
or3_1: 3
xnor2_1: 3
critical path: stages:
cell and delay (ns):
clkdlybuf4s50_1 0.50, nand4bb_2 0.34, buf_4 0.22, o311a_1 0.36, o2111ai_1 0.11, clkdlybuf4s50_1 0.50
what timing repair did:
action	CTS	global route
gates resized	1	7
gates cloned	0	0
buffers inserted	0	1
pin swaps	0	1
setup endpoints to repair	1	12
routing by layer:
metal / up-vias / wire (µm) / track usage
met4: 0 / 25 / 0.0105
met3: 2 / 455 / 0.0337
met1: 733 / 2310 / 0.178
li1: 837 / - / -
met5: - / 0 / 0
met2: 62 / 2260 / 0.223
cell families after synthesis:
family                 Yosys count  synth area share
buffers and inverters           38             0.178
other                            1           0.00322
XOR/XNOR                         4            0.0300
AND/OR/NAND/NOR                 92             0.433
AND-OR/OR-AND                   61             0.355
per-stage QoR:
| stage | power [mW] | instance area, µm² | setup slack, ns | cells |
|---|---|---|---|---|
| floorplan | 0.0787 | 1170 | 1.09 | 197 |
| global placement | 0.161 | 1890 | -0.0287 | 308 |
| detailed placement | 0.161 | 1890 | -0.0236 | 308 |
| CTS | 0.162 | 1890 | 0.0427 | 308 |
| global route | 0.182 | 1920 | -0.00515 | 309 |
| finish | 0.165 | 1920 | 0.113 | 309 |
cell type report:
| cell class | count | share of cell area |
|---|---|---|
| multi-input cells | 159 | 0.511 |
| well taps | 50 | 0.0326 |
| repair buffers | 91 | 0.439 |
| inverters | 9 | 0.0176 |
power by group through the flow:
stage | clock [mW] | combinational (mW) | sequential [mW]
finish | 0 | 0.165 | 0
CTS | 0 | 0.162 | 0
global route | 0 | 0.182 | 0
Power figures rest on the tool's default switching activity, not on a simulated workload.
